`design.v`:
```
module fulladder1(output sum,
				  output cout,
				  input a,
				  input b,
				  input cin
				 );
assign sum=a^b^cin;
assign cout=a&b | a&cin | b&cin;
endmodule
module fulladder4(sum,cout,a,b,cin,clk);
output[3:0] sum;
output		cout;
input[3:0]	a;
input[3:0]	b;
input		cin;
input		clk;
reg[3:0] sum;
reg		 cout;
reg a0_reg,b0_reg,cin_reg;
reg a1_reg0,a1_reg1,b1_reg0,b1_reg1;
reg a2_reg0,a2_reg1,a2_reg2,b2_reg0,b2_reg1,b2_reg2;
reg a3_reg0,a3_reg1,a3_reg2,a3_reg3,b3_reg0,b3_reg1,b3_reg2,b3_reg3;
reg cout_reg0,cout_reg1,cout_reg2;
reg sum0_reg0,sum0_reg1,sum0_reg2;
reg sum1_reg0,sum1_reg1;
reg sum2_reg0;
wire sum0_wire,sum1_wire,sum2_wire,sum3_wire;
wire cout_wire0,cout_wire1,cout_wire2,cout_wire3;
always@(posedge clk)
	begin
		a0_reg<=a[0];
		b0_reg<=b[0];
		a1_reg0<=a[1];
		b1_reg0<=b[1];
		a2_reg0<=a[2];
		b2_reg0<=b[2];
		a3_reg0<=a[3];
		b3_reg0<=b[3];
		cin_reg<=cin;
	end
fulladder1 u0(sum0_wire,cout_wire0,a0_reg,b0_reg,cin_reg);
always@(posedge clk)
	begin
		a1_reg1<=a1_reg0;
		b1_reg1<=b1_reg0;
		a2_reg1<=a2_reg0;
		b2_reg1<=b2_reg0;
		a3_reg1<=a3_reg0;
		b3_reg1<=b3_reg0;
		cout_reg0<=cout_wire0;
		sum0_reg0<=sum0_wire;
	end
fulladder1 u1(sum1_wire,cout_wire1,a1_reg1,b1_reg1,cout_reg0);
always@(posedge clk)
	begin
		a2_reg2<=a2_reg1;
		b2_reg2<=b2_reg1;
		a3_reg2<=a3_reg1;
		b3_reg2<=b3_reg1;
		cout_reg1<=cout_wire1;
		sum1_reg0<=sum1_wire;
		sum0_reg1<=sum0_reg0;
	end
fulladder1 u2(sum2_wire,cout_wire2,a2_reg2,b2_reg2,cout_reg1);
always@(posedge clk)
	begin
		a3_reg3<=a3_reg2;
		b3_reg3<=b3_reg2;
		cout_reg2<=cout_wire2;
		sum2_reg0<=sum2_wire;
		sum1_reg1<=sum1_reg0;
		sum0_reg2<=sum0_reg1;
	end
fulladder1 u3(sum3_wire,cout_wire3,a3_reg3,b3_reg3,cout_reg2);
always@(posedge clk)
	begin
		cout<=cout_wire3;
		sum[3]<=sum3_wire;
		sum[2]<=sum2_reg0;
		sum[1]<=sum1_reg1;
		sum[0]<=sum0_reg2;
	end
endmodule
```
`run.sh`:
```
#!/bin/bash
# OpenROAD 26Q1-2900-gdf79404cd8, Yosys 0.63+post, stock flow scripts
make -C /OpenROAD-flow-scripts/flow DESIGN_CONFIG=/design/flow/config.mk WORK_HOME=/design/flow/orfs finish
```
`config.mk`:
```
export PLATFORM = sky130hd
export DESIGN_NAME = fulladder4
export DESIGN_NICKNAME = fulladder4
export VERILOG_FILES = /design/flow/design.v
export SDC_FILE = /design/flow/constraint.sdc
export NUM_CORES = 4
export LEC_CHECK = 1
export CORE_AREA = 10 10 81 81
export DIE_AREA = 0 0 91 91
```
`constraint.sdc`:
```
current_design fulladder4

set clk_period 1.7
set clk_io_pct 0.2

create_clock -name clk0 -period $clk_period [get_ports {clk}]

set non_clock_inputs [all_inputs -no_clocks]
set_input_delay [expr $clk_period * $clk_io_pct] -clock clk0 $non_clock_inputs
set_output_delay [expr $clk_period * $clk_io_pct] -clock clk0 [all_outputs]
```
==> metrics.sh <==
POSTROUTEWIRELENGTH_UM=833
GRT_USE_TOTAL_PCT=2.21
SETUP.REG_TO_REG.WORST_SLACK_NS=0.80
WARNINGS=25
SEQ_AREA_FRAC_SYNTH_PCT=89.7
WORSTSETUPPATHTYPE='reg -> out'
PLACEMENTROWS=25
FP_UTIL_PCT=16.2
CRITICAL_PATH_CAPTURE_POINT_TYPE='output port'
TIMING.FINAL.CRIT_SHARE_PCT=81.7
GRT_FIRST_PASS_WIRELENGTH_MM=1.44
REPORT.FINAL.SLEW_VIOL_COUNT=0
WL_PER_CELL_UM=6.56
TIMING.SLEW.HEADROOM_PCT=94.3
POWER_PER_CELL_AREA_mW_PER_MM2=1510
CTS.REPAIR_TIMING.SETUP_BUFFER_COUNT=0
CRITICAL_PATH.MAX_FANOUT=1
FIRST_GLOBAL_VIAS=332
YS_FF=35
LAYOUT_TOP_CELL='sky130_fd_sc_hd__dfxtp_1'
CRITPATHLAUNCHTYPE='flip-flop'
SYN_AREA_PER_CELL_UM2=20.0
NUMBER_OF_I_O_PORT_BUFFERS=14
POST_SYNTH_NUM_CELL_TYPES=2
CRIT_ARRIVAL_NS=1.05
SYN_AREA_UM2=781
PLACEABLECOREAREA_MM2=0.00482
MAXIMUM_LEVEL_OF_THE_CTS_H_TREE=2
GLOBALPLACE.CONGESTION=0.671
ROUTED_VIA_DENSITY=2.34
NUMBER_OF_FLIP_FLOPS_IN_THE_LARGEST_REGISTER=4
WORST_PATH_DOMINANT_CELL_FAMILY='buffers and inverters'
LAYOUT-DRIVE-GT1-SHARE_PCT=11.7
STATUS='complete, no violations'
DIE.SIZE.X_UM=91
RESIZE_COUNT_POST_CTS=0
FINALNONFILLERCELLS=127
CTS.HOLD.BUFFERS_ADDED=0
MOSTFREQUENTLAYOUTCELLS='sky130_fd_sc_hd__dfxtp_1, sky130_fd_sc_hd__clkdlybuf4s50_1, sky130_fd_sc_hd__clkbuf_8'
HOLD_VIOLATIONS=0
WORST_IR_DROP_VDD_uV=523
NUMBER_OF_CLOCK_BUFFERS_INSERTED_BY_TRITONCTS=5
SYNTH.CELLMIX.COMPOUNDSHARE_PCT=0
WORSTHOLDPATHTYPE='reg -> reg'
POST_ROUTE_CORE_UTILIZATION_PCT=23.1
POST-ROUTE-MIN-PERIOD_NS=1.39
FILLCELLCOUNT=511
CRITPATHMAXSTAGEDELAY_NS=0.47
REGMOSTFLOPS='sum'
POST-PLACE-CELLS=120
CLOCKROOTBUFFER='sky130_fd_sc_hd__clkbuf_8'
FMAX_GHz=0.720
WORST-SLEW-PIN-TRANSITION_NS=0.0857
IO-PIN-COUNT=15
YOSYS-DOMINANT-COMB-FAMILY='adder cells'
CTS_TREE='done'
GRT_REMAINING_OVERFLOW=0
ROUTED-VIA-COUNT=297
SYNTH_STAT.CELLS=39
DIE_Y_UM=91
DRT_ITER0_MARKERS=4
CHIP_AREA_MM2=0.00828
CLKSLEWWORSTSETUPHOLDPATHS_NS=0.07
SYNTH.CELLMIX.SIMPLESHARE_PCT=0
MAXIMUM_NUMBER_OF_PINS_ON_ONE_NET_BEFORE_GLOBAL_ROUTE_REPAIR=12
SYNTH_WARNINGS=1
CELLLEAKAGEPOWER_nW=0.430
ANTENNA-DIODE-COUNT=0
ANTENNA_LEFT=0
WORSTPATHBUFFERINVERTERCOUNT=1
CLKLATENCYLATEPIN_NS=0.28
CRITICAL-PATH-SLOWEST-CELL='sky130_fd_sc_hd__clkdlybuf4s50_1'
YOSYSCHIPAREA_UM2=781
FINALSETUPVIOLATIONS=0
WORSTPATHCELLLIST='clkdlybuf4s50_1'
CRIT_REQUIRED_NS=1.36
SYNTHADDERAREAFRAC_PCT=10.3
TNS_NS=0
CTS_MAX_PATH_BUFFERS=2
CAP_VIOLATIONS=0
RSZ0062_AT_GRT='no'
FIRST_PASS_ITERS=2
POST_ROUTE_CLOCK_SKEW_NS=0.00348
SYN2LAYOUT_AREA_GROWTH_PCT=42.3
YOSYS-MUX-AREA-FRACTION_PCT=0
POST-ROUTE-DRC-COUNT=0
INITIAL_ANTENNA_VIOLATION_COUNT=0
CLKSINKCOUNT=35
SYNTH-XOR-AREA-SHARE_PCT=0
POSTSYNTHCELLCOUNT=39
## layout make-up
cell class	count	area, um^2	area share (%)
timing repair buffer	14	140	12.6
multi-input combinational	4	80.1	7.21
clock buffer	5	68.8	6.19
sequential	35	701	63.1
clock inverter	2	37.5	3.38
tap	67	83.8	7.55
## per-layer routing
layer	GRT usage (%)	share of wire, %	vias to the layer above
met5	0	0	-
met4	0.653	4.1	0
met3	2.74	18	7
met2	1.91	21	20
met1	2.95	57	113
li1	-	-	157
## worst paths after layout
| check | end | depth (start not counted) | start |
|---|---|---|---|
| max | cout | 1 | cout |
| min | a2_reg1 | 0 | a2_reg0 |
| max reg2reg | sum2_reg0 | 1 | a2_reg2 |
| min reg2reg | a2_reg1 | 0 | a2_reg0 |
## logic make-up after synthesis
group	after synthesis
fa+ha+maj	4
flops	35
## power by group
part           total [mW]  switching [mW]  internal (mW)  leakage [nW]
sequential          0.919          0.0204          0.899         0.295
clock               0.696           0.268          0.428        0.0502
combinational      0.0652         0.00988         0.0553        0.0840
## cell usage after synthesis
cell	instances	area share (%)
sky130_fd_sc_hd__fa_1	4	10
sky130_fd_sc_hd__dfxtp_1	35	90
## per-stage QoR
stage          instance area (um^2)  power (mW)  hold slack (ns)  setup slack [ns]
3_5_place_dp                   1000        1.01            0.312             0.603
6_report                       1110        1.68            0.324             0.311
4_1_cts                        1110        1.71            0.325             0.291
3_3_place_gp                   1000        1.01            0.314             0.597
5_1_grt                        1110        1.76            0.334             0.243
2_1_floorplan                   781       0.937            0.310             0.829
Power is estimated from default activity; no workload was simulated.
