--- flow/run.sh ---
#!/bin/bash
# OpenROAD 26Q1-2900-gdf79404cd8, Yosys 0.63+post, stock flow scripts
make -C /OpenROAD-flow-scripts/flow DESIGN_CONFIG=/design/flow/config.mk WORK_HOME=/design/flow/orfs finish
--- flow/config.mk ---
export PLATFORM = sky130hd
export DESIGN_NAME = fifo
export DESIGN_NICKNAME = fifo
export VERILOG_FILES = /design/flow/design.v
export SDC_FILE = /design/flow/constraint.sdc
export NUM_CORES = 4
export LEC_CHECK = 1
export CORE_UTILIZATION = 50
--- flow/constraint.sdc ---
current_design fifo

set clk_period 4.3
set clk_io_pct 0.2

create_clock -name clk0 -period $clk_period [get_ports {clk}]

set non_clock_inputs [all_inputs -no_clocks]
set_input_delay [expr $clk_period * $clk_io_pct] -clock clk0 $non_clock_inputs
set_output_delay [expr $clk_period * $clk_io_pct] -clock clk0 [all_outputs]
--- flow/design.v ---
module fifo(full,empty,halt,dout,din,rd,wr,rst,clr,clk);
output		full;
output		empty;
output		halt;
output[7:0]	dout;
input[7:0]	din;
input		rd;
input		wr;
input		rst;
input		clr;
input		clk;
reg[7:0]	mem[15:0];
reg[3:0]	cnt;
reg[3:0]	read_ptr,write_ptr;
reg[7:0]	dout;
always@(posedge clk or posedge rst)
begin
	if(rst)
	begin
		cnt<=4'b0;
		read_ptr<=4'b0;
		write_ptr<=4'b0;
	end
	else if(clr)
	begin
		cnt<=4'b0;
		read_ptr<=4'b0;
		write_ptr<=4'b0;
	end
	else 
		case({rd,wr})
			2'b10:
				begin	
					if(!empty)
					begin
						dout<=mem[read_ptr];
						read_ptr<=(read_ptr==4'b1111)?4'b0:(read_ptr+1'b1);
						cnt<=cnt-1'b1;
					end
				end
			2'b01:
				begin
					if(!full)
					begin
						mem[write_ptr]<=din;	
						write_ptr<=(write_ptr==4'b1111)?4'b0:(write_ptr+1'b1);
						cnt<=cnt+1'b1;
					end
				end
			2'b11:
				begin 
					mem[write_ptr]<=din;
					write_ptr<=(write_ptr==4'b1111)?4'b0:(write_ptr+1'b1);
					read_ptr<=(read_ptr==4'b1111)?4'b0:(read_ptr+1'b1);
					dout<=mem[read_ptr];
				end
		endcase
end
assign full=(cnt==4'b1111);
assign empty=(cnt==4'b0);
assign halt=(cnt==4'b111);
endmodule
==> results_dict.tcl <==
# flow metrics
set metrics [dict create \
    maxCapViolCount 0 \
    fmaxAchievable_mhz 363 \
    antenna_found_initial 0 \
    numCtsBuffers 17 \
    grt_max_degree 51 \
    routed.top_layer "met4" \
    first_global_vias 3716 \
    top_cells_by_area "edfxtp_1, dfrtp_1, a21oi_1" \
    first_pass_iters 20 \
    hp-class "register to register" \
    async_flop_share_pct 8.11 \
    fp-utilization_pct 52.3 \
    synth_cell_types 48 \
    worst_path_max_delay_cell "nor2_1" \
    boundaryPins 24 \
    path_delay_family "simple AND/OR/NAND/NOR gates" \
    hold_buffers 0 \
    syn_inst 405 \
    fin_skew_ns 0.00565 \
    max_stage_delay_ns 0.63 \
    grt_pass1_wl_mm 20.7 \
    clock-sinks 148 \
    synth_area_per_cell_um2 15.0 \
    met2WireLength_mm 5.97 \
    ys_warn_count 2 \
    required_ns 4.35 \
    grt-ovfl-total 0 \
    num_rows 39 \
    fin_tns_setup_ns 0 \
    m1WireLength_mm 5.53 \
    drt_iter0_markers 228 \
    worst-path-buf-inv 1 \
    antenna_left 0 \
    routed_via_density 6.09 \
    crit_type "input port to register" \
    clk_path_buf_depth 2 \
    grt_usage_pct 24.8 \
    placed_area_um2 6440 \
    timing.final.crit_share_pct 64.1 \
    p_leak_nw 2.40 \
    worstMarginPinSlew_ns 0.817 \
    postSynthSeqShare_pct 72.1 \
    ir_drop_mv 0.321 \
    fp.dieW_um 112 \
    num_vias 3578 \
    fp.coreArea_um2 11600 \
    power_density_nw_per_um2 490 \
    finalSetupViolations 0 \
    final_area_um2 7060 \
    ys_sh_mux_pct 2.37 \
    chip_area_um2 12600 \
    warnings 31 \
    ys_ff 148 \
    flop_cell "edfxtp_1" \
    clock-root-buffer "clkbuf_16" \
    drv_slew 0 \
    cts_tree "done" \
    holdWs_ns 0.579 \
    antenna_cells 0 \
    status "completed" \
    synth-edff-count 136 \
    port-buffer-count 23 \
    slew_headroom_pct 45.4 \
    layout_setup_ws_ns 1.54 \
    crit_fanout 8 \
    synth.most_common_cell "edfxtp_1" \
    nFillCells 854 \
    arrival_ns 2.80 \
    place_congestion 0.841 \
    drt-total-wl_mm 13.3 \
    cts-resized-gates 0 \
    synthTopCellsByCount "edfxtp_1, a21oi_1, nor2_1" \
    critPathLaunchType "input port" \
    cp_cell_sequence "clkdlybuf4s50_1, o31a_1, nor3b_2, nand2_1, nor2_1" \
    dpl.hpwl_mm 8.53 \
    met3_length_mm 1.49 \
    fa_ha_area_share_pct 2.06 \
    clock_latency_ns 0.42 \
    ys_cells 405 \
    ys_sh_aoi_pct 12.8 \
    top_logic_kind "AND-OR/OR-AND gates" \
    dp_slack_ns 1.14 \
    syn_area_um2 6080 \
    htree_num_levels 4 \
    worst_setup_path_end_kind "register" \
    area_growth_pct 16.2 \
    die_h_um 112 \
    wl_per_cell_um 22.6 \
    drive_above_1_share_pct 11.9 \
    xor_area_share_pct 0.865 \
    largest_area_cell "edfxtp_1" \
    clk_pin_slew_ns 0.06 \
    rsz0062_at_grt "no" \
    postCtsSetupBuffers 0 \
    yosys.stat.chipArea_um2 6080 \
    fin_crit_ns 2.76 \
    simple_gate_area_share_pct 7.31 \
    drc 0 \
    hold_violations 0 \
    netlist.area_leader.share_pct 67.2 \
]
==> worst reg2reg max path, cell delays in order (launching register included) <==
cell      delay, ns
dfrtp_1        0.41
inv_1          0.13
ha_1           0.64
nor2b_1        0.52
a22oi_1        0.18
a21oi_1        0.36
a211oi_1       0.09
nand2_1        0.10
==> final cells by class <==
class                   instances  area, µm²  area share [%]
clock buffers                  19        433            6.13
well taps                     143        179            2.53
clock inverters                13        188            2.66
flip-flops and latches        148       4380            62.1
multi-input cells             224       1540            21.8
repair buffers                 33        305            4.32
inverters                       8       30.0           0.425
==> metrics by stage <==
step / std cells / utilization (%) / power [mW]
4_1_cts: 588 / 60.8 / 3.48
3_5_place_dp: 556 / 55.5 / 1.94
6_report: 588 / 60.8 / 3.46
3_3_place_gp: 556 / 55.5 / 1.94
5_1_grt: 588 / 60.8 / 3.58
2_1_floorplan: 405 / - / 1.83
==> where the power goes <==
| group | total [mW] | internal, mW | switching, mW |
|---|---|---|---|
| registers | 1.63 | 1.60 | 0.0262 |
| clock network | 1.55 | 1.02 | 0.534 |
| logic | 0.284 | 0.119 | 0.165 |
| total | 3.46 | 2.73 | 0.726 |
==> layout by cell type, fill, tap and decap left out, types with 8 or more instances in the layout <==
cell type and instances:
inv_1 8, a22oi_1 17, a22o_1 13, nor2b_1 9, clkdlybuf4s50_1 23, dfrtp_1 12, o21ai_0 12, ha_1 10
clkbuf_16 17, buf_4 10, edfxtp_1 136, mux2_2 11, a21oi_1 33, nor2_1 33, nand2_1 18
==> layer usage <==
layer / up-vias / track usage [%]
met5: - / 0
met4: 0 / 3.73
met3: 21 / 12.7
met2: 173 / 35.4
met1: 1747 / 39.3
li1: 1637 / -
==> state kept, by name, indices dropped and copies added (netlist names) <==
| register | cells |
|---|---|
| mem | 128 |
| write_ptr | 4 |
| dout | 8 |
| read_ptr | 4 |
| cnt | 4 |
==> logic make-up after synthesis <==
logic type | Yosys count
buffers and inverters | 33
xor gates and xnor gates | 6
and+or+nand+nor | 85
AOI/OAI and AO/OA | 110
DFF | 148
adders and majority gates | 10
muxes | 13
==> path summary, 6_finish.rpt <==
path / start / end / slack, ns / cells past startpoint
max: wr / mem[12][1]$_DFFE_PP_ / 1.54 / 5
min: mem[13][0]$_DFFE_PP_ / dout[0]$_DFFE_PP_ / 0.58 / 2
max reg2reg: read_ptr[1]$_DFFE_PP0P_ / dout[7]$_DFFE_PP_ / 1.73 / 7
min reg2reg: mem[13][0]$_DFFE_PP_ / dout[0]$_DFFE_PP_ / 0.58 / 2
max in group asynchronous: rst / cnt[3]$_DFFE_PP0P_ / 3.17 / 2
min in group asynchronous: rst / write_ptr[0]$_DFFE_PP0P_ / 0.83 / 2
Power figures rest on the tool's default switching activity, not on a simulated workload.
