==> design.v <==
module shift(data_out,data_in,shift,right,arith);
output[31:0] data_out;
input[31:0]  data_in;
input[4:0]   shift;
input		 right;
input		 arith;
wire		 sign=data_in[31]&arith;
wire[15:0]   high16={16{sign}};
wire[31:0]	 data_sl16,data_sl8,data_sl4,data_sl2,data_sl1;
wire[31:0]	 data_sr16,data_sr8,data_sr4,data_sr2,data_sr1;
wire[31:0]	 data_s16 ,data_s8 ,data_s4 ,data_s2 ,data_s1 ;
wire[31:0]	 data_r16 ,data_r8 ,data_r4 ,data_r2;
assign data_sl16={data_in[15:0],16'b0};
assign data_sr16={high16,data_in[31:16]};
mux32 u16(.out(data_s16),.a(data_sr16),.b(data_sl16),.sel(right));
mux32 us0(.out(data_r16),.a(data_s16),.b(data_in),.sel(shift[4]));
assign data_sl8={data_r16[23:0],8'b0};
assign data_sr8={high16[7:0],data_r16[31:8]};
mux32 u8(.out(data_s8),.a(data_sr8),.b(data_sl8),.sel(right));
mux32 us1(.out(data_r8),.a(data_s8),.b(data_r16),.sel(shift[3]));
assign data_sl4={data_r8[27:0],4'b0};
assign data_sr4={high16[3:0],data_r8[31:4]};
mux32 u4(.out(data_s4),.a(data_sr4),.b(data_sl4),.sel(right));
mux32 us2(.out(data_r4),.a(data_s4),.b(data_r8),.sel(shift[2]));
assign data_sl2={data_r4[29:0],2'b0};
assign data_sr2={high16[1:0],data_r4[31:2]};
mux32 u2(.out(data_s2),.a(data_sr2),.b(data_sl2),.sel(right));
mux32 us3(.out(data_r2),.a(data_s2),.b(data_r4),.sel(shift[1]));
assign data_sl1={data_r2[30:0],1'b0};
assign data_sr1={high16[0],data_r16[31:1]};
mux32 u1(.out(data_s1),.a(data_sr1),.b(data_sl1),.sel(right));
mux32 us4(.out(data_out),.a(data_s1),.b(data_r2),.sel(shift[0]));
endmodule
module mux32(out,a,b,sel);
output[31:0] out;
input[31:0]  a;
input[31:0]  b;
input		 sel;
assign out=sel?a:b;
endmodule
==> run.sh <==
#!/bin/bash
# OpenROAD 26Q1-2900-gdf79404cd8, Yosys 0.63+post, stock flow scripts
make -C /OpenROAD-flow-scripts/flow DESIGN_CONFIG=/design/flow/config.mk WORK_HOME=/design/flow/orfs finish
==> config.mk <==
export PLATFORM = sky130hd
export DESIGN_NAME = shift
export DESIGN_NICKNAME = shift
export VERILOG_FILES = /design/flow/design.v
export SDC_FILE = /design/flow/constraint.sdc
export NUM_CORES = 4
export LEC_CHECK = 1
export CORE_UTILIZATION = 50
==> constraint.sdc <==
current_design shift

set clk_period 4.9
set clk_io_pct 0.2

create_clock -name clk0 -period $clk_period

set non_clock_inputs [all_inputs -no_clocks]
set_input_delay [expr $clk_period * $clk_io_pct] -clock clk0 $non_clock_inputs
set_output_delay [expr $clk_period * $clk_io_pct] -clock clk0 [all_outputs]
==> results.txt <==
Notes from the flow run.

Floorplanning:
- The run gives the core area as ~7800 um2.
- The run puts the row count at 32.
- In this run the vertical extent of the chip is between 90 and 100 um.
- In this run the full chip footprint comes out at ~8600 um2.
- The run puts the I/O pin count at just over 70.
- The run gives the floorplan-stage core utilization as between 50% and 60%.
- The run gives the x dimension of the die as a little over 90 um.

Layout:
- The run gives the clock buffer count in the final layout as 0.
- The run puts the proportion of layout cells with a drive suffix above 1 at ~9.0%.
- The run puts the relative area change from synthesis to final layout at 19.7%.
- The run puts the area occupied by registers at 0 um2.
- The run puts the number of sequential cells in the layout at 0.

Critical path:
- The critical path is of the in2out type.
- Looking at the critical path, the highest net fanout was 7.
- The run gives the worst endpoint data arrival time as 3820 ps.
- The worst setup path is launched from an input pin.
- The run puts the worst path required time at 3920 ps.
- The largest individual stage delay along the critical path comes from the cell sky130_fd_sc_hd__clkdlybuf4s50_1.
- The signal on the critical path passes through clkdlybuf4s50_1 -> buf_4 -> and3_1 -> o21ai_1 -> a21oi_1 -> a22oi_1 -> o22ai_1 -> a2bb2oi_1 -> clkdlybuf4s50_1.
- The run puts the delay of the slowest critical-path stage at 530 ps.
- The run gives the capturing element type of the critical path as an output port.
- The run gives the library cell appearing most often on the critical path as sky130_fd_sc_hd__clkdlybuf4s50_1.

Detailed routing:
- The run gives the met1 layer wirelength in the final routing as ~7300 um.
- The run puts the routed via count at 6487.
- Detailed routing placed a total of between 8000 and 9000 um of wire on met2.
- The run gives the total length of routed wires as roughly 21000 um.
- The run gives the total met3 wirelength after detailed routing as ~4100 um.
- The run gives the routed length per instance as 25.9 um.
- The run gives the number of remaining DRC errors as 0.
- The run puts the length of the first detailed-routing pass in iterations at 8.
- Nets still carrying antenna violations after routing amount to 0.
- Signal routing reaches up to met4.
- The run puts the starting DRC count in detailed routing at roughly 1.2k.
- The run gives the mean number of vias per cell as just under 8.
- The run gives the antenna diode instance count as 0.

Logic synthesis:
- The run gives the post-synth design cell area as between 4000 and 5000 um2.
- The largest total area in the synthesized netlist belongs to sky130_fd_sc_hd__a21oi_1.
- According to the Yosys statistics, the synthesized design has a chip area of just over 4000 um2.
- The run puts the tally of yosys warning messages at 0.
- The netlist uses around 70 different library cells.
- The run puts the synthesized area divided by synthesized cell count at between 5 and 6 um2.
- The synthesis report lists the most area-consuming cells as sky130_fd_sc_hd__a21oi_1 8.8%, sky130_fd_sc_hd__mux2i_1 6.8%, sky130_fd_sc_hd__nand2_1 6.5%.
- The run puts the share of Yosys cell area claimed by the top area cell type at just under 9%.
- The run puts the register share after synthesis at 0%.
- The run puts the cell count after synthesis at 687.
- The run puts the post-synthesis cell count from yosys at 687.

Flow run:
- The run gives the total number of warnings across the stage logs as 33.
- The run gives the number of violations of the max-capacitance limit as 0.

Power:
- In this run the power density over the cells is 120 nW/um2.
- The run puts the maximum vdd drop at around 0.093 mV.
- The run gives the leakage power of the design as 1.84 nW.
- The run puts the overall power after layout at about 0.00059 W.

Global routing:
- The run gives the number of global-route vias before repair as just under 6k.
- Entering global routing, the biggest net connects roughly 84 pins.
- The run gives the global-route total usage across every layer as about 51%.
- The run puts the total grt overflow at 0.
- The initial antenna violation count was 0.
- The run gives the first-pass GRT wire length as approximately 33000 um.

Hold path:
- The worst hold path belongs to the class in2out.

Timing:
- The run puts the transition time at the pin with the least slew margin at just over 1000 ps.
- Dividing the final minimum period by the clock period gives a little over nine tenths.
- The run gives the final tally of max-slew violations as 0.
- Setup repair after global routing left no endpoint under its margin.
- The run gives the final setup TNS as 0 ps.
- The run gives the worst hold-check slack as between 3000 and 4000 ps.
- The run gives the maximum achievable frequency as roughly 210 MHz.
- The run puts the relative slew slack at 30.7%.
- The run puts the minimum period implied by the final worst setup slack at 4800 ps.
- The end-of-flow timing check tallies setup violations at 0.
- For reference, the final report shows the hold violation count at 0.

Placed design:
- The run puts the number of I/O port buffers at 71.
- The run gives the sum of net half-perimeters after detailed placement as around 15000 um.
- The run gives the routability congestion estimate from global placement as ~1.3.

Outcome:
- The flow ran to the end, and the final reports show no timing, DRC or antenna violations.

CTS:
- The run puts the number of buffers inserted by post-CTS setup repair at 0.
==> stage by stage <==
step / instance area, um2 / worst slack [ps] / instances / util, %
final: 4910 / 105 / 828 / 62.6
after global routing: 4910 / 40.4 / 828 / 62.6
after CTS: 4900 / 218 / 828 / 62.5
after detailed placement: 4900 / 225 / 828 / 62.5
after global placement: 4900 / 257 / 828 / 62.5
after floorplan: 4100 / 1370 / 687 / -
==> where the power goes <==
part | internal [W] | leakage [nW] | switching, W | total, W
clock | 0 | 0 | 0 | 0
combinational | 0.000237 | 1.84 | 0.000354 | 0.000590
sequential | 0 | 0 | 0 | 0
==> final timing paths <==
path	from	end	slack (ps)	depth (start not counted)
worst max-delay path	data_in[31]	data_out[11]	100	9
worst min-delay path	shift[2]	data_out[19]	3010	5
==> worst max-delay path, delay by kind of cell <==
family                 cells  cell delay, ps
AOI/OAI and AO/OA          5            1230
buffers and inverters      3            1190
and+or+nand+nor            1             410
==> synth_stat cells, types with 6 or more instances <==
| library cell | number |
|---|---|
| sky130_fd_sc_hd__a21oi_1 | 72 |
| sky130_fd_sc_hd__nand2_1 | 71 |
| sky130_fd_sc_hd__o21ai_0 | 51 |
| sky130_fd_sc_hd__nand3_1 | 45 |
| sky130_fd_sc_hd__nor2_1 | 41 |
| sky130_fd_sc_hd__clkbuf_1 | 32 |
| sky130_fd_sc_hd__buf_2 | 30 |
| sky130_fd_sc_hd__a31oi_1 | 29 |
| sky130_fd_sc_hd__mux2i_1 | 28 |
| sky130_fd_sc_hd__o211ai_1 | 26 |
| sky130_fd_sc_hd__nor3_1 | 25 |
| sky130_fd_sc_hd__nand2b_1 | 22 |
| sky130_fd_sc_hd__a211oi_1 | 16 |
| sky130_fd_sc_hd__a22oi_1 | 11 |
| sky130_fd_sc_hd__nor2b_1 | 11 |
| sky130_fd_sc_hd__and2_1 | 10 |
| sky130_fd_sc_hd__inv_1 | 10 |
| sky130_fd_sc_hd__nand3b_1 | 8 |
| sky130_fd_sc_hd__o22ai_1 | 8 |
| sky130_fd_sc_hd__a211o_1 | 7 |
| sky130_fd_sc_hd__a21o_1 | 7 |
| sky130_fd_sc_hd__a221oi_1 | 7 |
| sky130_fd_sc_hd__mux2_2 | 7 |
| sky130_fd_sc_hd__o221ai_1 | 7 |
| sky130_fd_sc_hd__a32oi_1 | 6 |
| sky130_fd_sc_hd__and3_1 | 6 |
| sky130_fd_sc_hd__o2111ai_1 | 6 |
==> logic make-up after synthesis <==
kind of cell,count (synthesis),share of synthesized area [%]
multiplexers,36,9.09
AND-OR/OR-AND,303,49.2
buffers and inverters,86,9.79
AND/OR/NAND/NOR,262,31.9
==> repair_timing <==
action	in CTS	in global routing
setup endpoints to repair	0	2
gates resized	0	2
hold buffers	0	0
==> cell usage in the layout, fill, tap and decap left out, types with 26 or more instances in the layout <==
cell                              count
sky130_fd_sc_hd__nand3_1             45
sky130_fd_sc_hd__mux2i_1             28
sky130_fd_sc_hd__o211ai_1            26
sky130_fd_sc_hd__a31oi_1             28
sky130_fd_sc_hd__nor2_1              41
sky130_fd_sc_hd__clkdlybuf4s50_1     67
sky130_fd_sc_hd__o21ai_0             51
sky130_fd_sc_hd__a21oi_1             71
sky130_fd_sc_hd__nand2_1             71
sky130_fd_sc_hd__buf_4               39
==> final cells by class <==
type	instances	area [um2]
fillers	742	2940
inverters	14	52.6
multi-input cells	601	3710
well taps	102	128
repair buffers	111	1020
==> routing by layer <==
metal | vias up | track usage (%)
li1 | 2743 | -
met1 | 2822 | 62.5
met2 | 719 | 72.7
met3 | 203 | 23.4
met4 | 0 | 27.5
met5 | - | 0
Power figures rest on the tool's default switching activity, not on a simulated workload.
